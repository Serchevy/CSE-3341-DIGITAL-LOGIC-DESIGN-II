===== config.mk =====
export PLATFORM = sky130hd
export DESIGN_NAME = Lab4_part2
export DESIGN_NICKNAME = Lab4_part2
export VERILOG_FILES = /design/flow/design.v
export SDC_FILE = /design/flow/constraint.sdc
export NUM_CORES = 4
export LEC_CHECK = 1
export CORE_UTILIZATION = 30

===== constraint.sdc =====
current_design Lab4_part2

set clk_period 2.6
set clk_io_pct 0.2

create_clock -name clk0 -period $clk_period [get_ports {CLK}]
create_clock -name clk1 -period $clk_period [get_ports {inM}]
create_clock -name clk2 -period $clk_period [get_ports {inQ}]

set non_clock_inputs [all_inputs -no_clocks]
set_input_delay [expr $clk_period * $clk_io_pct] -clock clk0 $non_clock_inputs
set_output_delay [expr $clk_period * $clk_io_pct] -clock clk0 [all_outputs]

===== design.v =====
module FSM
(
	input CLK, CLEAR,
	output logic [1:0] SEL,
	output logic [3:0] CAT
);
	logic [1:0] state, nextstate;
	always @ (negedge CLK, negedge CLEAR)
		if (CLEAR == 0) state <= 2'b0; else state <= nextstate;
		always @ (state)
			case ({state})																	
				2'b00: begin nextstate = 2'b01; SEL = 2'b00; CAT = 4'b1000; end	 
				2'b01: begin nextstate = 2'b10; SEL = 2'b01; CAT = 4'b0100; end	 
				2'b10: begin nextstate = 2'b11; SEL = 2'b10; CAT = 4'b0010; end	 
				2'b11: begin nextstate = 2'b00; SEL = 2'b11; CAT = 4'b0001; end	 
			endcase
endmodule
module binary2seven 
(
	input [3:0] BIN, MODE, 
	output logic [0:6] SEV
); 
	always_comb
		if(MODE == 1'b0) begin
			case ({BIN[3:0]}) 
				4'b0000: {SEV[0:6]} = 7'b1111110;	 
				4'b0001: {SEV[0:6]} = 7'b0110000;	 
				4'b0010: {SEV[0:6]} = 7'b1101101;	 
				4'b0011: {SEV[0:6]} = 7'b1111001;	 
				4'b0100: {SEV[0:6]} = 7'b0110011;	 
				4'b0101: {SEV[0:6]} = 7'b1011011;	 
				4'b0110: {SEV[0:6]} = 7'b1011111;	 
				4'b0111: {SEV[0:6]} = 7'b1110000;	 
				4'b1000: {SEV[0:6]} = 7'b1111111;	 
				4'b1001: {SEV[0:6]} = 7'b1110011;	 
				4'b1010: {SEV[0:6]} = 7'b1110111;	 
				4'b1011: {SEV[0:6]} = 7'b0011111;	 
				4'b1100: {SEV[0:6]} = 7'b1001110;	 
				4'b1101: {SEV[0:6]} = 7'b0111101;	 
				4'b1110: {SEV[0:6]} = 7'b1001111;	 
				4'b1111: {SEV[0:6]} = 7'b1000111;	 
			endcase
		end else begin 
			case ({BIN[3:0]}) 		   
				4'b0000: {SEV[0:6]} = 7'b0000000; 	 
				4'b0001: {SEV[0:6]} = 7'b0110111;	 
				4'b0010: {SEV[0:6]} = 7'b1001111;	 
				4'b0011: {SEV[0:6]} = 7'b0001110;	 
				4'b0100: {SEV[0:6]} = 7'b0001110;	 
				4'b0101: {SEV[0:6]} = 7'b1111110;	 
				4'b0110: {SEV[0:6]} = 7'b0000000;	 
				4'b0111: {SEV[0:6]} = 7'b1101101;	 
				4'b1000: {SEV[0:6]} = 7'b0000000;	 
				4'b1001: {SEV[0:6]} = 7'b0110011;	 
				4'b1010: {SEV[0:6]} = 7'b1111110;	 
				4'b1011: {SEV[0:6]} = 7'b0111110;	 
				default: {SEV[0:6]} = 7'b0000000;	 
			endcase
		end
endmodule 
module four2one 
(
	input [1:0] A,
	input [3:0] D0, D1, D2, D3,
	output logic [3:0] OUTPUT
);
	always_comb
		case({A})
			2'b00: OUTPUT = D0;	 
			2'b01: OUTPUT = D1;	 
			2'b10: OUTPUT = D2; 	 
			2'b11: OUTPUT = D3; 	 
		endcase
endmodule 
module Controller 
(
	input clk190, CLEAR, MODE,
	input [3:0] D0, D1, D2, D3, 
	output logic [3:0] CAT, 
	output logic [0:6] HEX
);
		logic [1:0] RA;			 
		logic [3:0] out;			 
	four2one decoder			 	 
	(									
		.A(RA),
		.D0(D0), 
		.D1(D1), 
		.D2(D2), 
		.D3(D3),
		.OUTPUT(out)
	);
	FSM digit						 
	(									 
		.CLK(clk190),
		.CLEAR(CLEAR),
		.SEL(RA),
		.CAT(CAT)
	);
	binary2seven Hex				 
	(									
		.BIN(out), 
		.MODE(MODE),
		.SEV(HEX)
	);
endmodule 
module NBitRegister #(parameter N = 8) 
(
	input [N-1:0] D,									
	input CLK, CLR, 									
	output logic [N-1:0] Q 						
);
	always @ (posedge CLK, negedge CLR) begin
		if (CLR == 1'b0) 
			Q <= 0; 										 
		else if (CLK == 1'b1) 
			Q <= D; 										 
	end
endmodule 
module MultControl (
	input Clock, Reset, Q0, C0, 		 
	output Start, Add, Shift, Halt 	 
); 
	logic [4:0] state; 					 
	parameter StartS=5'b00001, TestS=5'b00010, AddS=5'b00100, ShiftS=5'b01000, HaltS=5'b10000;
	logic [1:0] Counter;  
	always_ff @(negedge Clock, negedge Reset)
		if (Reset==0) state <= StartS; 			 
		else 												 
			case (state)
				StartS: state <= TestS; 			 
				TestS: if (Q0) state <= AddS; 	 
						else state <= ShiftS; 		 
				AddS: state <= ShiftS; 				 
				ShiftS: if (C0) state <= HaltS; 	 
						else state <= TestS; 		 
				HaltS: state <= HaltS; 				 
			endcase
	assign Start = state[0]; 	 
	assign Add = state[2]; 		 
	assign Shift = state[3]; 	 
	assign Halt = state[4]; 	 
endmodule
module Multiplier
(
	input Clock, Reset, 				 
	input [7:0] Multiplicand,
	input [7:0] Multiplier,
	output logic [15:0] Product,	 
	output logic Halt
);
	logic [7:0] RegQ, RegM; 		 
	logic [8:0] RegA; 				 
	logic [2:0] Count; 				 
	logic C0, Start, Add, Shift;
	assign Product = {RegA[7:0],RegQ}; 				 
	always_ff @(negedge Clock)
		if (Start == 1) Count <= 3'b000; 		  	 
		else if (Shift == 1) Count <= Count + 1; 	 
	assign C0 = Count[2] & Count[1] & Count[0]; 				 
	always_ff @(negedge Clock)
		if (Start == 1) RegM <= Multiplicand; 		 
	always_ff @(negedge Clock)
		if (Start == 1) RegQ <= Multiplier; 					 
		else if (Shift == 1) RegQ <= {RegA[0],RegQ[7:1]}; 	 
	always_ff @(negedge Clock)
		if (Start == 1) RegA <= 9'b0; 				 
		else if (Add == 1) RegA <= RegA + RegM; 	 
		else if (Shift == 1) RegA <= RegA >> 1; 	 
	MultControl Ctrl (Clock, Reset, RegQ[0], C0, Start, Add, Shift, Halt);
endmodule 
module Lab4_part2
(
	input CLK, CLEAR, inM, inQ, Out,
	input [7:0] X,
	output logic [15:0] Pout, 
	output logic [0:13] Mout, Qout,
	output logic [0:6] HEX,
	output logic [3:0] CAT
);
	logic [7:0] M, Q;
	logic [15:0] P;
	logic Halt, clk190;
	NBitRegister Multiplicand
	(
		.D(X) , 			
		.CLK(inM) , 
		.CLR(CLEAR), 	
		.Q(M) 		
	);
	binary2seven hex5
	(
		.BIN(M[7:4]),
		.MODE(1'b0),
		.SEV(Mout[0:6])
	);
	binary2seven hex4
	(
		.BIN(M[3:0]),
		.MODE(1'b0),
		.SEV(Mout[7:13])
	);
	NBitRegister Multiplier
	(
		.D(X) , 			
		.CLK(inQ), 
		.CLR(CLEAR), 	
		.Q(Q) 		
	);
	binary2seven hex3
	(
		.BIN(Q[7:4]),
		.MODE(1'b0),
		.SEV(Qout[0:6])
	);
	binary2seven hex2
	(
		.BIN(Q[3:0]),
		.MODE(1'b0),
		.SEV(Qout[7:13])
	);
	Multiplier Mult
	(
		.Clock(CLK), 
		.Reset(Out), 				
		.Multiplicand(M),
		.Multiplier(Q),
		.Product(P), 		
		.Halt(Halt)
	);
	NBitRegister #(16) regR
	(
		.D(P), 		
		.CLK(~Halt), 
		.CLR(CLEAR), 	
		.Q(Pout) 		
	);
	clk_ladder clock
	(
		.CLK(CLK), 
		.clk190(clk190)
	);
	Controller Mux
	(
		.clk190(clk190), 								
		.CLEAR(CLEAR),
		.MODE(1'b1),
		.D0(Pout[3:0]), 
		.D1(Pout[7:4]),
		.D2(Pout[11:8]),
		.D3(Pout[15:12]),
		.CAT(CAT), 
		.HEX(HEX)
	);
endmodule 
module clk_ladder #(parameter N = 32)
(
	input CLK, 
	output logic clk190
);
	logic [N-1:0] ladder;
	always_ff @(negedge CLK) 
		ladder <= ladder + 1;
	assign clk190 = ladder[17];	 
endmodule 

===== run.sh =====
#!/bin/bash
# OpenROAD 26Q1-2900-gdf79404cd8, Yosys 0.63+post, stock flow scripts
make -C /OpenROAD-flow-scripts/flow DESIGN_CONFIG=/design/flow/config.mk WORK_HOME=/design/flow/orfs finish

==> results.tsv <==
stage	metric	value	unit
final_timing	unclocked_pins	20	
floorplanning	die_h	125	µm
finish	area_delta_synth_final	29.7	%
detailed_routing	wire_per_inst	12.7	µm
grt	grt_pass1_wl	16.0	mm
detailed_routing	drc	0	
synth	top_cells_by_area	dfxtp_1 13%, dfrtn_1 13%, ha_1 11%	
power	power.leakage	2.59	nW
final_timing	worst_pin_slew	0.729	ns
run	drv_cap	0	
place	port_buffers	65	
synth	ys_seq_share	46.1	%
place	hpwl	7.06	mm
floorplanning	die_x	125	µm
clock_tree	hold_buffers	0	
floorplanning	core_region_area	14700	µm²
detailed_routing	first_iter_violations	161	
synth	async_flop_share	47.1	%
floorplanning	fp_util	31.1	%
final_timing	hold_viol_final	0	
final_timing	untimed_endpoints	47	
worst_setup_path	path_buffers	2	
synth	synth-edff-count	16	
clock_tree	cts_tree	yes	
worst_setup_path	worstPathRequired	2.08	ns
worst_setup_path	r2r_slack	0.38	ns
final_timing	setup_viol	0	
detailed_routing	viasPerCell	4.81	
worst_setup_path	slowest_stage	clkdlybuf4s50_1	
grt	grt_start_max_net_pins	37	
detailed_routing	firstDrtPassIters	23	
synth	ys_cells	451	
synth	syn_inst	451	
final_timing	finClkSkew	0.0563	ns
synth	synth.avg_cell_area	10.1	µm²
synth	yosysWarnings	9	
final_timing	slew_headroom	51.4	%
grt	overflow	0	
run	log.warning_count	99	
grt	gr-usage-all-layers	12.7	%
final_timing	maxSlewViolCount	0	
detailed_routing	num_vias	3611	
worst_hold_path	hp-class	flop to flop	
floorplanning	chipArea	15700	µm²
synth	ys_area	4570	µm²
grt	grt_pass1_vias	3386	
synth	flop_cell	dfxtp_1	
worst_setup_path	path_delay_family	buffers and inverters	
power	powerDensity	473	nW/µm²
finish	nFillCells	1336	
floorplanning	num_rows	44	
clock_tree	clkTransAtPathRegs	0.04	ns
synth	top_area_share	13.1	%
detailed_routing	drtAntennaViolNets	0	
grt	antenna_found_initial	0	
detailed_routing	finalWirelength	9.54	mm
worst_setup_path	crit_path_start_kind	flop	
finish	layout-drive-gt1-share	8.48	%
final_timing	rsz0062_at_grt	false	
worst_setup_path	max_stage_delay	0.49	ns
floorplanning	io-pin-count	68	
finish	seq_area	2110	µm²
worst_setup_path	path_cells	inv_1 > ha_1 > nand2_1 > o21ai_0 > a22oi_1 > clkdlybuf4s50_1	
outcome	outcome	complete, no violations	
finish	logic_area	2280	µm²
synth	largest_area_cell	dfxtp_1	
worst_setup_path	critical_path_class	flop to output port	
worst_setup_path	cp_max_fo	5	
synth	yosysUniqueCellTypes	62	
worst_setup_path	worst_setup_path_end_kind	output port	
finish	final_cell_mix	73 x inv_1, 65 x clkdlybuf4s50_1, 41 x ha_1	
place	place_congestion	0.909	
power	ir_drop	0.000295	V
synth	syn_area	4570	µm²
finish	lay_top_count	inv_1	
worst_setup_path	crit_arrival	1.93	ns
detailed_routing	num_antenna_cells	0	
final_timing	fin_setup_tns	0	ns
synth	ys_ff	87	
finish	post-route-util	40.4	%
cells in the mapped netlist, types with 4 or more instances:
library cell	instances
a211o_1	4
a211oi_1	10
a21oi_1	38
a22oi_1	5
clkbuf_1	16
dfrtn_1	23
dfrtp_1	16
dfxtp_1	30
edfxtp_1	16
ha_1	41
inv_1	29
mux2_2	10
mux2i_1	14
nand2_1	28
nand2b_1	7
nand3_1	4
nand4_1	5
nor2_1	38
nor2b_1	11
nor3_1	17
o21ai_0	14
xnor2_1	14
xor2_1	7
worst register-to-register path, cell delays in order, from the launching register on:
cell      delay [ns]
edfxtp_1        0.36
ha_1            0.23
fa_1            0.41
a21o_1          0.19
a311o_1         0.34
a21oi_1         0.27
xor2_1          0.11
a211oi_1        0.22
metal layers:
metal / GRT usage (%) / vias to the layer above / share of wire, %
li1: - / 1819 / -
met1: 19.7 / 1660 / 50
met2: 17.4 / 124 / 42
met3: 4.14 / 8 / 7.3
met4: 3.01 / 0 / 0.91
met5: 0 / - / 0
area by class of cell:
type / instances / area share, %
multi-input cells: 316 / 38.4
flip-flops and latches: 87 / 35.6
repair buffers: 74 / 12.1
clock buffers: 11 / 4.64
well taps: 184 / 3.88
clock inverters: 50 / 3.58
inverters: 28 / 1.77
per-stage QoR:
| step | cell area [µm²] | total power (W) | setup WS, ns | std cells | hold WS [ns] |
|---|---|---|---|---|---|
| 5_1_grt | 5930 | 0.00300 | 0.0112 | 750 | 0.470 |
| 3_5_place_dp | 5440 | 0.00146 | 0.308 | 689 | 0.437 |
| 6_report | 5930 | 0.00281 | 0.149 | 750 | 0.440 |
| 4_1_cts | 5920 | 0.00285 | 0.0733 | 749 | 0.446 |
| 3_3_place_gp | 5440 | 0.00146 | 0.317 | 689 | 0.432 |
| 2_1_floorplan | 4570 | 0.00133 | 0.174 | 451 | 0.224 |
path summary, 6_finish.rpt:
path / from / to / depth (start not counted)
setup / recovery: Multiplicand.Q[0]$_DFF_PN0_ / Mout[8] / 6
hold / removal: clock.ladder[0]$_DFF_N_ / clock.ladder[0]$_DFF_N_ / 1
setup reg to reg: Mult.RegM[0]$_DFFE_NP_ / Mult.RegA[6]$_SDFFE_NP0P_ / 7
hold reg to reg: clock.ladder[0]$_DFF_N_ / clock.ladder[0]$_DFF_N_ / 1
max in group asynchronous: Out / Mult.Ctrl.state[0]$_DFFE_NN1P_ / 1
max in group clk1: X[1] / Multiplicand.Q[1]$_DFF_PN0_ / 1
max in group clk2: X[1] / Multiplier.Q[1]$_DFF_PN0_ / 1
min in group asynchronous: CLEAR / Multiplier.Q[2]$_DFF_PN0_ / 2
min in group clk1: X[5] / Multiplicand.Q[5]$_DFF_PN0_ / 1
min in group clk2: X[5] / Multiplier.Q[5]$_DFF_PN0_ / 1
flip-flops by register name, summed over array words and instances, names as in the netlist:
register and flops:
Mux.digit.state 4, Mult.RegA 9, regR.Q 16, Mult.RegQ 8
Mult.RegM 8, Multiplier.Q 8, Multiplicand.Q 8, Mult.Count 3
clock.ladder 18, Mult.Ctrl.state 5
power breakdown:
part           leakage [nW]  total [W]  switching, W  internal [W]
Combinational          1.34   0.000226     0.0000972      0.000129
Sequential            0.846    0.00111     0.0000222       0.00109
Clock                 0.403    0.00147      0.000607      0.000865
cell families after synthesis:
kind of cell	Yosys count	share of synthesized area, %
fa+ha+maj	42	11.7
simple gates	126	13.3
mux	25	5.85
compound gates	102	14.9
buf+inv	48	4.13
xor+xnor	21	4.02
flops	87	46.1
repair_timing:
| action | 4_1_cts | 5_1_grt |
|---|---|---|
| buffers inserted | 0 | 1 |
| endpoints found under the hold margin | 0 | 0 |
| setup endpoints to repair | 0 | 2 |
| resized | 0 | 4 |
No activity file was given, so power comes from the tool's default toggle rates.
