==> ./design.v <==
module FSM
(
	input CLK, CLEAR,
	output logic [1:0] SEL,
	output logic [3:0] CAT
);
	logic [1:0] state, nextstate;
	always @ (negedge CLK, negedge CLEAR)
		if (CLEAR == 0) state <= 2'b0; else state <= nextstate;
		always @ (state)
			case ({state})																	
				2'b00: begin nextstate = 2'b01; SEL = 2'b00; CAT = 4'b1000; end	 
				2'b01: begin nextstate = 2'b10; SEL = 2'b01; CAT = 4'b0100; end	 
				2'b10: begin nextstate = 2'b11; SEL = 2'b10; CAT = 4'b0010; end	 
				2'b11: begin nextstate = 2'b00; SEL = 2'b11; CAT = 4'b0001; end	 
			endcase
endmodule
module binary2seven 
(
	input [3:0] BIN, MODE, 
	output logic [0:6] SEV
); 
	always_comb
		if(MODE == 1'b0) begin
			case ({BIN[3:0]}) 
				4'b0000: {SEV[0:6]} = 7'b1111110;	 
				4'b0001: {SEV[0:6]} = 7'b0110000;	 
				4'b0010: {SEV[0:6]} = 7'b1101101;	 
				4'b0011: {SEV[0:6]} = 7'b1111001;	 
				4'b0100: {SEV[0:6]} = 7'b0110011;	 
				4'b0101: {SEV[0:6]} = 7'b1011011;	 
				4'b0110: {SEV[0:6]} = 7'b1011111;	 
				4'b0111: {SEV[0:6]} = 7'b1110000;	 
				4'b1000: {SEV[0:6]} = 7'b1111111;	 
				4'b1001: {SEV[0:6]} = 7'b1110011;	 
				4'b1010: {SEV[0:6]} = 7'b1110111;	 
				4'b1011: {SEV[0:6]} = 7'b0011111;	 
				4'b1100: {SEV[0:6]} = 7'b1001110;	 
				4'b1101: {SEV[0:6]} = 7'b0111101;	 
				4'b1110: {SEV[0:6]} = 7'b1001111;	 
				4'b1111: {SEV[0:6]} = 7'b1000111;	 
			endcase
		end else begin 
			case ({BIN[3:0]}) 		   
				4'b0000: {SEV[0:6]} = 7'b0000000; 	 
				4'b0001: {SEV[0:6]} = 7'b0110111;	 
				4'b0010: {SEV[0:6]} = 7'b1001111;	 
				4'b0011: {SEV[0:6]} = 7'b0001110;	 
				4'b0100: {SEV[0:6]} = 7'b0001110;	 
				4'b0101: {SEV[0:6]} = 7'b1111110;	 
				4'b0110: {SEV[0:6]} = 7'b0000000;	 
				4'b0111: {SEV[0:6]} = 7'b1101101;	 
				4'b1000: {SEV[0:6]} = 7'b0000000;	 
				4'b1001: {SEV[0:6]} = 7'b0110011;	 
				4'b1010: {SEV[0:6]} = 7'b1111110;	 
				4'b1011: {SEV[0:6]} = 7'b0111110;	 
				default: {SEV[0:6]} = 7'b0000000;	 
			endcase
		end
endmodule 
module divideXN #(parameter N = 10, parameter M = 4)		 
(
	input CLK, CLEAR,
	output logic [M-1:0] COUNT, 															 
	output logic OUT
);
	always_ff @ (negedge CLK, negedge CLEAR)
	if (CLEAR == 1'b0) COUNT <= 0; 														 
		else
		begin
			if (COUNT == N-2'd2) begin OUT <= 1'b1; COUNT <= N-1'd1; end 		 
				else
					if (COUNT == N-1'd1) begin OUT <= 1'b0; COUNT <= 0; end 		 
						else begin OUT <= 1'b0; COUNT <= COUNT + 1'b1; end 		 
		end
endmodule 
module four2one 
(
	input [1:0] A,
	input [3:0] D0, D1, D2, D3,
	output logic [3:0] OUTPUT
);
	always_comb
		case({A})
			2'b00: OUTPUT = D0;	 
			2'b01: OUTPUT = D1;	 
			2'b10: OUTPUT = D2; 	 
			2'b11: OUTPUT = D3; 	 
		endcase
endmodule 
module ConditionCode
(
	input [7:0] R,
	input Cout, C7,
	output OVR, Neg, Zero
);
	assign OVR = C7 ^ Cout;		 
	assign Neg = R[7];			 
	assign Zero = ~(R[7] | R[6] | R[5] | R[4] | R[3] | R[2] | R[1] | R[0]);
endmodule 
module Controller 
(
	input clk190, CLEAR, MODE,
	input [3:0] D0, D1, D2, D3, 
	output logic [3:0] CAT, 
	output logic [0:6] HEX
);
		logic [1:0] RA;			 
		logic [3:0] out;			 
	four2one decoder			 	 
	(									
		.A(RA),
		.D0(D0), 
		.D1(D1), 
		.D2(D2), 
		.D3(D3),
		.OUTPUT(out)
	);
	FSM digit						 
	(									 
		.CLK(clk190),
		.CLEAR(CLEAR),
		.SEL(RA),
		.CAT(CAT)
	);
	binary2seven Hex				 
	(									
		.BIN(out), 
		.MODE(MODE),
		.SEV(HEX)
	);
endmodule 
module FourBit_CLA
(
	input [3:0] A, B, 
	input Cin,
	output logic [3:0] G, P, Sum,
	output logic C7
);
	logic [4:0] C;
	assign G = A & B;					 
	assign P = A ^ B;					 
	always_comb begin
		C[0] = Cin;
		C[1] = G[0] | P[0] & C[0];	
		C[2] = G[1] | P[1] & C[1];
		C[3] = G[2] | P[2] & C[2];
		C[4] = G[3] | P[3] & C[3];
	end
	assign Cout = C[4];					 
	assign Sum = A ^ B ^ C;				 
	assign C7 = C[3];
endmodule 
module GCLA_AddSub
(
	input [7:0] A, B,
	input Add_Sub,			 
	output [7:0] R,
	output Cout,
	output C7
);
	logic [7:0] g, p;
	logic P3_0, G3_0, C4, P7_4, G7_4;
	FourBit_CLA GCLA4_1stStage		 
	(
		.A(A[3:0]), 
		.B({B[3] ^ Add_Sub, B[2] ^ Add_Sub, B[1] ^ Add_Sub, B[0] ^ Add_Sub}),
		.Cin(Add_Sub), 
		.G(g[3:0]), 
		.P(p[3:0]),
		.Sum(R[3:0]),
	);
	assign P3_0 = p[3] & p[2] & p[1] & p[0];
	assign G3_0 = g[3] | g[2] & p[3] | g[1] & p[3] & p[2] | g[0] & p[3] & p[2] & p[1];
	assign C4	= G3_0 | P3_0 & Add_Sub;
	FourBit_CLA GCLA4_2ndStage		 
	(
		.A(A[7:4]), 
		.B({B[7] ^ Add_Sub, B[6] ^ Add_Sub, B[5] ^ Add_Sub, B[4] ^ Add_Sub}),
		.Cin(C4),
		.G(g[7:4]), 
		.P(p[7:4]),
		.Sum(R[7:4]),
		.C7(C7)
	);
	assign P7_4 = p[7] & p[6] & p[5] & p[4]; 
	assign G7_4 = g[7] | g[6] & p[7] | g[5] & p[7] & p[6] | g[4] & p[7] & p[6] & p[5];
	assign Cout = G7_4 | P7_4 & C4;		 
endmodule 
module Lab3 
(
	input CLK, CLEAR, Add_Sub, Out,
	input [7:0] X,
	input inA, inB,
	output logic [7:0] Rout,
	output logic [3:0] CCout,
	output logic [0:6] HEX, 
	output logic [3:0] CAT
);
	logic [7:0] Aout, Bout, R;
	logic Cout, C7, OVR, Neg, Zero, clk190;
	NBitRegister regA
	(
		.D(X) , 			
		.CLK(inA) , 
		.CLR(CLEAR), 	
		.Q(Aout) 		
	);
	NBitRegister regB
	(
		.D(X) , 			
		.CLK(inB), 
		.CLR(CLEAR), 	
		.Q(Bout) 		
	);
	GCLA_AddSub attempt
	(
		.A(Aout), 
		.B(Bout),
		.Add_Sub(Add_Sub),		
		.R(R),
		.Cout(Cout),
		.C7(C7)
	);
	NBitRegister regR
	(
		.D(R), 		
		.CLK(Out), 
		.CLR(CLEAR), 	
		.Q(Rout) 		
	);
	divideXN #(263158,32) CLK190			 
	(												 
		.CLK(CLK), 
		.CLEAR(CLEAR),													
		.OUT(clk190)
	);
	Controller Mux
	(
		.clk190(clk190), 								
		.CLEAR(CLEAR),
		.MODE(1'b1),
		.D0(Rout[3:0]), 
		.D1(Rout[7:4]),
		.CAT(CAT), 
		.HEX(HEX)
	);
	ConditionCode CCLogic
	(
		.R(R),
		.Cout(Cout), 
		.C7(C7),
		.OVR(OVR), 
		.Neg(Neg), 
		.Zero(Zero)
	);
	NBitRegister #(3'd4) regCC
	(
		.D({Cout, OVR, Neg, Zero}) , 		
		.CLK(Out), 
		.CLR(CLEAR), 	
		.Q(CCout) 		
	);
endmodule 
module NBitRegister #(parameter N = 8) 
(
	input [N-1:0] D,									
	input CLK, CLR, 									
	output logic [N-1:0] Q 						
);
	always @ (posedge CLK, negedge CLR) begin
		if (CLR == 1'b0) 
			Q <= 0; 										 
		else if (CLK == 1'b1) 
			Q <= D; 										 
	end
endmodule 
==> ./run.sh <==
#!/bin/bash
# OpenROAD 26Q1-2900-gdf79404cd8, Yosys 0.63+post, stock flow scripts
make -C /OpenROAD-flow-scripts/flow DESIGN_CONFIG=/design/flow/config.mk WORK_HOME=/design/flow/orfs finish
==> ./config.mk <==
export PLATFORM = sky130hd
export DESIGN_NAME = Lab3
export DESIGN_NICKNAME = Lab3
export VERILOG_FILES = /design/flow/design.v
export SDC_FILE = /design/flow/constraint.sdc
export NUM_CORES = 4
export LEC_CHECK = 1
export CORE_UTILIZATION = 50
==> ./constraint.sdc <==
current_design Lab3

set clk_period 4.4
set clk_io_pct 0.2

create_clock -name clk0 -period $clk_period [get_ports {CLK}]
create_clock -name clk1 -period $clk_period [get_ports {Out}]
create_clock -name clk2 -period $clk_period [get_ports {inA}]
create_clock -name clk3 -period $clk_period [get_ports {inB}]

set non_clock_inputs [all_inputs -no_clocks]
set_input_delay [expr $clk_period * $clk_io_pct] -clock clk0 $non_clock_inputs
set_output_delay [expr $clk_period * $clk_io_pct] -clock clk0 [all_outputs]
==> flow_summary.json <==
{
  "worstSetupStartpointType": "input pin",
  "p_leak_uw": 0.00175,
  "yosys_cells": 277,
  "synth_seq_share_pct": 50.5,
  "path_max_fanout": 7,
  "warnings": 34,
  "adder_share_pct": 9.42,
  "ff_type": "dfrtn_1",
  "avgSynthCellArea_um2": 11.5,
  "io_pins": 37,
  "cts_resized": 0,
  "finClkSkew_ns": 0.0455,
  "worst_pin_slew_ns": 0.709,
  "cts.hold.buffers_added": 0,
  "met3_usage_pct": 4.40,
  "xor_area_share_pct": 11.0,
  "ys_sh_aoi_pct": 5.03,
  "synthArstFlopShare_pct": 98.4,
  "lay_top_cells": "dfrtn_1 (35), clkdlybuf4s50_1 (32), xnor2_1 (27), dfrtp_1 (27), inv_1 (26)",
  "synth-simple-area-share_pct": 17.1,
  "drtIter0Drc": 104,
  "grt_pass1_wl_um": 9250,
  "drt-total-wl_um": 5480,
  "hpwl_um": 4010,
  "cts_setup_buffers": 0,
  "status": "finished, final reports clean",
  "ys.flops": 64,
  "synthesis.area_um2": 3190,
  "antenna_found_initial": 0,
  "maxSlewHeadroom_pct": 52.5,
  "synthCells": 277,
  "cap_violations": 0,
  "grt_max_degree": 64,
  "rsz0062_at_grt": "false",
  "grt_pass1_vias": 2035,
  "rows": 28,
  "core_area_um2": 6030,
  "initial_utilization_pct": 52.9,
  "wl_per_cell_um": 13.8,
  "ys_area_um2": 3190,
  "critPathRequiredTime_ns": 4.57,
  "critPathCaptureType": "flop",
  "mi_logic_area_um2": 1450,
  "n_antenna_cell": 0,
  "power_density_nw_per_um2": 355,
  "path_clk_slew_ns": 0.05,
  "overflow": 0,
  "ys_warn_count": 17,
  "max-vdd-ir-drop_uv": 308,
  "seqCellArea_um2": 1610,
  "synth.area.mux_share_pct": 3.10,
  "synth_cell_types": 45,
  "edf_count": 1,
  "min_path_type": "reg -> reg",
  "maxSlewViolCount": 0,
  "finalSetupTns_ns": 0,
  "fillers": 468,
  "unclocked_regs": 4,
  "grt_use_met2_pct": 25.6,
  "lay_top_count": "dfrtn_1",
  "drive_gt1_share_pct": 9.29,
  "drt_first_pass_iters": 4,
  "vias": 2128,
  "postRouteAntennaNets": 0,
  "cp.arrival_ns": 4.24,
  "die_w_um": 81.8,
  "cts_tree": "done",
  "logic_family": "simple AND/OR/NAND/NOR gates",
  "die_height_um": 81.8,
  "area_growth_pct": 19.6,
  "chipArea_um2": 6700,
  "hold_viol": 0,
  "grt.busiest_layer": "met1",
  "track_usage_pct": 18.7,
  "crit_type": "in -> reg",
  "vias_per_cell": 5.35,
  "final-setup-viol-count": 0,
  "untimed_endpoints": 8,
  "met1_usage_pct": 32.0,
  "holdWs_ns": 0.427,
  "io_buffers": 33,
  "routabilityCongestion": 0.826,
  "drcViolationCount": 0
}
## registers in the layout, summed over array words and instances (netlist names)
signal,flops
regCC.Q,4
CLK190.COUNT,32
CLK190.OUT,1
regA.Q,8
Mux.digit.state,4
regB.Q,8
regR.Q,7
## routing by layer
metal  part of all wire [%]  wire length [µm]
met2                     42              2320
met4                    1.4                78
met3                    5.2               283
met5                      0                 0
met1                     51              2790
## Yosys cell counts, drive strengths merged, types with 4 or more instances
cell	instances	area share [%]
ha	16	6.3
xor2	13	3.6
and4	6	1.6
xnor2	27	7.4
nand2	10	1.2
fa	5	3.1
nand4	15	3.4
nor2	9	1.1
o22ai	5	0.98
inv	26	3.1
nand3	19	3.0
and3	7	1.4
dfrtp	27	21
nor3	4	1.1
clkbuf	4	0.47
o21ai	8	1.3
dfrtn	35	27
mux2	4	1.4
mux2i	5	1.7
nor4	5	1.5
## final timing paths
| kind | from | to | slack [ns] | depth (start not counted) |
|---|---|---|---|---|
| max in group asynchronous | CLEAR | CLK190.COUNT[24] | 1.39 | 2 |
| min in group clk1 | regA.Q[0] | regR.Q[0] | 0.65 | 2 |
| hold / removal | CLK190.COUNT[31] | CLK190.COUNT[31] | 0.43 | 1 |
| max in group clk3 | X[4] | regB.Q[4] | 3.19 | 1 |
| setup / recovery | Add_Sub | regCC.Q[0] | 0.32 | 11 |
| setup reg to reg | regB.Q[2] | regCC.Q[0] | 1.29 | 10 |
| min in group asynchronous | CLEAR | regR.Q[6] | 0.69 | 2 |
| min in group clk2 | X[5] | regA.Q[5] | 1.12 | 1 |
| max in group clk0 | CLEAR | CLK190.OUT | 1.23 | 1 |
| hold reg to reg | CLK190.COUNT[31] | CLK190.COUNT[31] | 0.43 | 1 |
## where the power goes
group	total [µW]	switching (µW)	internal, µW
sequential	609	18.6	591
clock	479	190	289
combinational	265	102	162
total	1350	310	1040
## metrics by stage
stage | util (%) | instances | cell area (µm²) | power, µW | setup WS, ns
detailed placement | 59.8 | 381 | 3610 | 889 | 0.0675
finish | 63.2 | 398 | 3810 | 1350 | 0.323
global placement | 59.8 | 381 | 3610 | 886 | 0.128
floorplan | - | 277 | 3190 | 735 | 0.685
global route | 63.2 | 398 | 3810 | 1430 | 0.117
CTS | 63.2 | 398 | 3810 | 1380 | 0.304
## cell type report
type                       instances  share of cell area [%]
sequential                        64                    42.2
multi-input combinational        181                    38.2
timing repair buffer              35                    9.26
clock buffer                      16                    5.25
inverter                          25                    2.46
tap                               75                    2.46
clock inverter                     2                   0.197
## cells by family after synthesis
family	count (synthesis)
xor+xnor	40
fa+ha+maj	21
compound gates	25
simple gates	86
buf+inv	32
flops	64
mux	9
## worst max-delay path, stage by stage
cell             delay (ns)
clkdlybuf4s50_1        0.58
xor2_1                 0.24
ha_1                   0.33
and3_1                 0.15
a221oi_1               0.11
fa_1                   0.41
fa_1                   0.40
fa_1                   0.43
xnor2_1                0.16
or4_1                  0.47
nor2_1                 0.09
Power figures rest on the tool's default switching activity, not on a simulated workload.
